### flow/design.v
module JAM (
input CLK,
input RST,
output reg [2:0] W,
output reg [2:0] J,
input [6:0] Cost,
output reg [3:0] MatchCount,
output reg [9:0] MinCost,
output reg Valid );
reg [1:0] state;
reg [1:0] n_state;
parameter IDLE     = 2'b00;
parameter REPLACE  = 2'b01;
parameter EXCHANGE = 2'b10;
parameter READ     = 2'b11;
reg [2:0] worker_cnt;
reg [2:0] job_cnt;
reg [2:0] job_reg [0:7];
reg [2:0] replace_position;
reg [2:0] replace_value;
reg [2:0] exchange_position;
reg [2:0] exchange_value;
reg exchange_flag;
reg [2:0] read_cnt;
reg [6:0] cost_table [0:7];
reg job_flag;
reg [2:0] read_addr;
reg [9:0] cost_sum;
integer i; 
always @(posedge CLK or posedge RST) begin
	if (RST) begin
	    state <= 2'd0;
	end
	else begin
		state <= n_state;
	end
end
always @(*) begin
	case(state)
         IDLE: begin
         	n_state = REPLACE;
         end
         REPLACE: begin
         	if(job_reg[job_cnt] < job_reg[job_cnt + 1]) n_state = EXCHANGE;
         	else n_state = state;
         end
         EXCHANGE: begin
         	if(exchange_flag && job_flag) n_state = READ;
         	else n_state = state;
         end
         READ: begin
            if(job_cnt == 3'd7) n_state = REPLACE;
            else n_state = state;
         end
         default: begin
         	n_state = state;
         end
	endcase
end
always @(posedge CLK or posedge RST) begin
	if (RST) begin
	    worker_cnt <= 3'd0;
	end
	else begin
		case(state)
             IDLE: begin
             	worker_cnt <= 3'd0;
             end
             EXCHANGE: begin
                worker_cnt <= replace_position;
             end 
             READ: begin
                if(worker_cnt == 3'd7) worker_cnt <= 3'd0;
                else worker_cnt <= worker_cnt + 3'd1;
             end
             default: begin
             	worker_cnt <= worker_cnt;
             end
		endcase
	end
end
always @(posedge CLK or posedge RST) begin
	if (RST) begin
	    job_cnt <= 3'd6;
	end
	else begin
		case(state)
             IDLE: begin
             	job_cnt <= 3'd6;
             end
             REPLACE: begin
             	if(job_reg[job_cnt] < job_reg[job_cnt + 1]) job_cnt <= 3'd7;
             	else job_cnt <= job_cnt - 3'd1;
             end
             EXCHANGE: begin
             	if(job_cnt == replace_position) job_cnt <= job_cnt;
             	else job_cnt <= job_cnt - 3'd1;
             end
             READ: begin
                if(job_cnt == 3'd7) job_cnt <= 3'd6;
                else job_cnt <= job_cnt + 3'd1;
             end
             default: begin
             	job_cnt <= job_cnt;
             end
		endcase
	end
end
always @(posedge CLK or posedge RST) begin
	if (RST) begin
	    job_reg[0] <= 3'd0;
        job_reg[1] <= 3'd1;
        job_reg[2] <= 3'd2;
        job_reg[3] <= 3'd3;
        job_reg[4] <= 3'd4;
        job_reg[5] <= 3'd5;
        job_reg[6] <= 3'd6;
        job_reg[7] <= 3'd7;
	end
	else begin
		case(state)
             EXCHANGE: begin
                if(job_cnt == replace_position && !exchange_flag) begin
                	job_reg[replace_position] <= job_reg[exchange_position];
                	job_reg[exchange_position] <= job_reg[replace_position];
                end
             	else if(exchange_flag) begin
             		case(replace_position)
                         0: begin
                         	job_reg[1] <= job_reg[7];
                         	job_reg[7] <= job_reg[1];
                         	job_reg[2] <= job_reg[6];
                         	job_reg[6] <= job_reg[2];
                         	job_reg[3] <= job_reg[5];
                         	job_reg[5] <= job_reg[3];
                         end
                         1: begin
                         	job_reg[2] <= job_reg[7];
                         	job_reg[7] <= job_reg[2];
                         	job_reg[3] <= job_reg[6];
                         	job_reg[6] <= job_reg[3];
                         	job_reg[4] <= job_reg[5];
                         	job_reg[5] <= job_reg[4];
                         end
                         2: begin
                         	job_reg[3] <= job_reg[7];
                         	job_reg[7] <= job_reg[3];
                         	job_reg[4] <= job_reg[6];
                         	job_reg[6] <= job_reg[4];
                         end
                         3: begin
                         	job_reg[7] <= job_reg[4];
                         	job_reg[4] <= job_reg[7];
                         	job_reg[5] <= job_reg[6];
                         	job_reg[6] <= job_reg[5];
                         end
                         4: begin
                         	job_reg[5] <= job_reg[7];
                         	job_reg[7] <= job_reg[5];
                         end
                         5: begin
                         	job_reg[6] <= job_reg[7];
                         	job_reg[7] <= job_reg[6];
                         end
                         default: begin
                         	for(i = 0; i < 8; i = i + 1) begin
                         		job_reg[i] <= job_reg[i];
                         	end
                         end
             		endcase
             	end
                else begin
                    for(i = 0; i < 8; i = i + 1) begin
                        job_reg[i] <= job_reg[i];
                    end
                end
             end
             default: begin
             	for(i = 0; i < 8; i = i + 1) begin
             		job_reg[i] <= job_reg[i];
             	end
             end
		endcase
	end
end
always @(posedge CLK or posedge RST) begin
	if (RST) begin
	    replace_position <= 3'd0;
	end
	else begin
		case(state)
             REPLACE: begin
             	if(job_reg[job_cnt] < job_reg[job_cnt + 1]) replace_position <= job_cnt;
             	else replace_position <= replace_position;
             end
             default: begin
             	replace_position <= replace_position;
             end
		endcase
	end
end
always @(posedge CLK or posedge RST) begin
	if (RST) begin
	    replace_value <= 3'd0;
	end
	else begin
		case(state)
             REPLACE: begin
             	if(job_reg[job_cnt] < job_reg[job_cnt + 1]) replace_value <= job_reg[job_cnt];
             	else replace_value <= replace_value;
             end
             default: begin
             	replace_value <= replace_value;
             end
		endcase
	end
end
always @(posedge CLK or posedge RST) begin
	if (RST) begin
		exchange_position <= 3'd0;
	end
	else begin
		case(state)
             REPLACE: begin
                exchange_position <= 3'd7;
             end
             EXCHANGE: begin
                if((job_reg[job_cnt] > replace_value) && (job_reg[job_cnt] <= exchange_value)) exchange_position <= job_cnt;
             	else exchange_position <= exchange_position; 
             end
             default: begin
             	exchange_position <= exchange_position;
             end
		endcase
	end
end
always @(posedge CLK or posedge RST) begin
	if (RST) begin
		exchange_value <= 3'd0;
	end
	else begin
		case(state)
             REPLACE: begin
                exchange_value <= 3'd7;
             end
             EXCHANGE: begin
                if((job_reg[job_cnt] > replace_value) && (job_reg[job_cnt] <= exchange_value)) exchange_value <= job_reg[job_cnt];
             	else exchange_value <= exchange_value;
             end
             default: begin
             	exchange_value <= exchange_value;
             end
		endcase
	end
end
always @(posedge CLK or posedge RST) begin
    if (RST) begin
        exchange_flag <= 1'd0;
    end
    else begin
        case(state)
             EXCHANGE: begin
                 if(job_cnt == replace_position) exchange_flag <= 1'd1;
                 else exchange_flag <= 1'd0;
             end
             default: begin
                 exchange_flag <= 1'd0;
             end
        endcase
    end
end
always @(posedge CLK or posedge RST) begin
    if (RST) begin
        read_cnt <= 3'd0;
    end
    else begin
        case(state)
             IDLE: begin
                 read_cnt <= 3'd0;
             end
             default: begin
                 if(read_cnt == 3'd7) read_cnt <= 3'd0;
                 else read_cnt <= read_cnt + 3'd1;
             end
        endcase
    end
end
always @(posedge CLK or posedge RST) begin
    if (RST) begin
        job_flag <= 1'd0;
    end
    else begin
        if(read_cnt == 3'd5) job_flag <= 1'd1;
        else job_flag <= job_flag;
    end
end
always @(*) begin
    J = (state == READ && job_flag) ? job_reg[job_cnt] : job_reg[read_cnt];
end
always @(*) begin
    W = (state == READ) ? worker_cnt : read_cnt;
end
always @(posedge CLK or posedge RST) begin
    if (RST) begin
        read_addr <= 3'd0;
    end
    else begin
        case(state)
             IDLE: begin
                 read_addr <= 3'd0;
             end
             READ: begin
                 read_addr <= job_cnt;
             end
             default: begin
                 read_addr <= read_cnt;
             end
        endcase
    end
end
always @(posedge CLK or posedge RST) begin
    if (RST) begin
        for(i = 0; i < 8; i = i + 1) begin
            cost_table[i] <= 7'd0;
        end
    end
    else begin
        case(state)
             READ: begin
                 cost_table[read_addr] <= Cost;
             end
             REPLACE: begin
                 cost_table[read_addr] <= Cost;
             end
             EXCHANGE: begin
                 cost_table[read_addr] <= Cost;
             end
             default: begin
                 for(i = 0; i < 8; i = i + 1) begin
                     cost_table[i] <= cost_table[i];
                 end
             end
        endcase   
    end
end
always @(*) begin
     cost_sum = cost_table[0] + cost_table[1] + cost_table[2] + cost_table[3] + cost_table[4] + cost_table[5] + cost_table[6] + cost_table[7];
end
always @(posedge CLK or posedge RST) begin
    if (RST) begin
        MinCost <= 10'd1023;
    end
    else begin
        case(state)
             EXCHANGE: begin
                 if(job_flag && job_cnt == 3'd7) begin
                    if(cost_sum < MinCost) MinCost <= cost_sum;
                    else MinCost <= MinCost; 
                 end
                 else begin
                     MinCost <= MinCost;
                 end
             end
             default: begin
                 MinCost <= MinCost;
             end
        endcase
    end
end
always @(posedge CLK or posedge RST) begin
    if (RST) begin
        MatchCount <= 4'd0;
    end
    else begin
        case(state)
             EXCHANGE: begin
                 if(job_flag && job_cnt == 3'd7) begin
                    if(cost_sum < MinCost) MatchCount <= 4'd1;
                    else if(cost_sum == MinCost) MatchCount <= MatchCount + 4'd1;
                    else MatchCount <= MatchCount; 
                 end
                 else begin
                     MatchCount <= MatchCount;
                 end
             end
             default: begin
                 MatchCount <= MatchCount;
             end
        endcase
    end
end
always @(posedge CLK or posedge RST) begin
    if (RST) begin
        Valid <= 1'd0;
    end
    else if(job_reg[0] == 7 && job_reg[1] == 6 && job_reg[2] == 5 && job_reg[3] == 4 && job_reg[4] == 3 && job_reg[5] == 2 && job_reg[6] == 1 && job_reg[7] == 0) begin
        Valid <= 1'd1;
    end
    else begin
        Valid <= Valid;
    end
end
endmodule
### flow/run.sh
#!/bin/bash
# OpenROAD 26Q1-2900-gdf79404cd8, Yosys 0.63+post, stock flow scripts
make -C /OpenROAD-flow-scripts/flow DESIGN_CONFIG=/design/flow/config.mk WORK_HOME=/design/flow/orfs finish
### flow/config.mk
export PLATFORM = sky130hd
export DESIGN_NAME = JAM
export DESIGN_NICKNAME = JAM
export VERILOG_FILES = /design/flow/design.v
export SDC_FILE = /design/flow/constraint.sdc
export NUM_CORES = 4
export LEC_CHECK = 1
export CORE_UTILIZATION = 50
### flow/constraint.sdc
current_design JAM

set clk_period 10.5
set clk_io_pct 0.2

create_clock -name clk0 -period $clk_period [get_ports {CLK}]

set non_clock_inputs [all_inputs -no_clocks]
set_input_delay [expr $clk_period * $clk_io_pct] -clock clk0 $non_clock_inputs
set_output_delay [expr $clk_period * $clk_io_pct] -clock clk0 [all_outputs]
==> impl_metrics.tcl <==
# metrics dict for downstream scripts
set metrics [dict create \
    ys.flops 125 \
    chipArea_mm2 0.0197 \
    root_buffer "clkbuf_16" \
    post_cts_buffers 0 \
    lay_top_cells "inv_1, dfrtp_1, nand2_1, o21ai_0, nor2_1" \
    boundaryPins 30 \
    hpwl_mm 17.0 \
    dp_slack_ns 4.97 \
    wl_mm 24.7 \
    combGateArea_mm2 0.00560 \
    grt_max_degree 53 \
    synthesis.area_mm2 0.00956 \
    whs_ns 0.491 \
    first_pass_iters 6 \
    antenna_found_initial 0 \
    vias 7464 \
    vias_per_cell 5.94 \
    start_kind "register" \
    edf_count 0 \
    h-tree-depth 4 \
    cts_repair_resize_count 0 \
    die_x_um 140 \
    cts.sinks 125 \
    synthDistinctLibCells 101 \
    period_used_pct 53.9 \
    clk_path_buf_depth 2 \
    slew_violations 0 \
    postRouteAntennaNets 0 \
    yosys-stat-area_mm2 0.00956 \
    synth_top_area_share_pct 26.2 \
    synthFlopType "dfrtp_1" \
    synth_area_per_cell_um2 9.40 \
    ys_cells 1017 \
    fin_tns_setup_ns 0 \
    synthCells 1017 \
    async_flop_share_pct 100 \
    rsz0062_at_grt "no" \
    maxCapViolCount 0 \
    globalplace.congestion 0.917 \
    portBuffers 29 \
    synth.area.top_cells "dfrtp_1, fa_1, dfstp_2" \
    core_area_mm2 0.0187 \
    warnings 36 \
    skew_ns 0.00727 \
    cts_buffers 17 \
    rows 50 \
    track_usage_pct 27.8 \
    area_growth_pct 9.06 \
    drc_errors 0 \
    finalSetupViolCount 0 \
    fin_ws_ns 4.84 \
    clkTransAtPathRegs_ns 0.06 \
    worst-setup-path-type "reg2out" \
    fp.dieH_um 140 \
    drtIter0Drc 599 \
    layout-drive-gt1-share_pct 14.3 \
    synth_seq_share_pct 33.0 \
    hold_violations 0 \
    utilization_pct 55.7 \
    fmax_ghz 0.177 \
    status "completed" \
    largest_register_ffs 56 \
    largest_area_cell "dfrtp_1" \
    worstSetupEndpointType "output port" \
    wire_per_inst_um 19.7 \
    post-route-min-period_ns 5.66 \
    cts_tree "built" \
    hold_class "reg2reg" \
    crit_arrival_ns 3.56 \
    regArea_mm2 0.00316 \
    worstPathRequired_ns 8.40 \
    relSlewSlack_pct 42.6 \
    ys.warnings.count 3 \
    cp_max_fo 14 \
    final_common_cell "inv_1" \
    cts_hold_buffers 0 \
    diodes 0 \
    clock_latency_ns 0.41 \
    grt_first_pass_wirelength_mm 40.3 \
    grt_pass1_vias 7290 \
    nFillCells 1638 \
    worstMarginPinSlew_ns 0.840 \
    grt-ovfl-total 0 \
    fp_util_pct 51.1 \
]
## final timing paths
check / from / end / slack [ns] / cells after the start
min in group asynchronous: RST / job_reg[6][0] / 2.03 / 2
setup reg to reg: cost_table[0][4] / MinCost[8] / 4.96 / 19
hold reg to reg: MinCost[3] / MinCost[3] / 0.49 / 2
max in group asynchronous: RST / cost_table[7][6] / 6.86 / 4
hold / removal: MinCost[3] / MinCost[3] / 0.49 / 2
setup / recovery: job_cnt[0] / J[1] / 4.84 / 7
## critical path: stages, from the launching register on
cell and delay (ns):
dfrtp_1 0.54, inv_1 0.23, ha_1 0.43, nor4_2 0.52, nand2_2 0.17, o21ai_0 0.59, a31oi_1 0.21, clkdlybuf4s50_1 0.46
## cell families after synthesis
kind of cell    Yosys count  share of synthesized area [%]
flops                   125                           33.0
xor+xnor                  9                           1.18
simple gates            276                           14.8
mux                      76                           8.76
fa+ha+maj                87                           14.6
buf+inv                 184                           8.39
compound gates          259                           19.2
other cells               1                         0.0392
## Yosys cell counts (4+ instances only)
library cell and n:
a22o_1 4, dfstp_2 25, a221o_1 5, buf_6 7, ha_1 46, nand2_1 100
a221oi_1 11, mux2i_1 27, and2_1 5, o21ai_1 7, nor3b_1 4, nand3_1 20
o21ai_0 66, fa_1 41, nand2b_1 14, o211ai_1 9, nor2b_1 18, xnor2_1 5
a222oi_1 10, nand2_2 4, buf_2 18, or3_1 7, o31ai_1 7, nand3b_1 4
a31oi_1 11, a21oi_1 43, a211oi_1 13, mux2_2 37, mux2_1 10, nor2_1 53
a22oi_1 10, a211o_1 5, o22ai_1 9, clkbuf_1 34, nor3_1 13, inv_1 114
buf_4 5, dfrtp_1 100, a21o_1 8
## area by class of cell
cell class | count | area share [%]
clock buffers | 17 | 4.08
inverters | 115 | 4.16
multi-input cells | 708 | 53.7
well taps | 234 | 2.81
repair buffers | 43 | 3.79
clock inverters | 14 | 1.15
flip-flops and latches | 125 | 30.3
## metal layers
metal	share of wire (%)	global-route usage, %	up-vias
met4	2.2	5.73	0
met2	43	38.6	277
li1	-	-	3547
met5	0	0	-
met3	7.5	6.93	50
met1	48	46.1	3590
## stage by stage
stage                     instances  instance area [µm²]
final                          1256                10400
after global routing           1256                10400
after CTS                      1256                10400
after detailed placement       1225                 9880
after global placement         1225                 9880
after floorplan                1017                 9560
